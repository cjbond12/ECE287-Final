==> design/flow/design.v <==
module vga_driver(
input clk,
input rst,
output reg vga_clk,
output reg hsync,  
output reg vsync,  
output reg active_pixels,  
output reg frame_done,  
output reg [9:0]xPixel,  
output reg [9:0]yPixel,  
output reg VGA_BLANK_N,	 
output reg VGA_SYNC_N		 
);
parameter HA_END = 10'd639;            
parameter HS_STA = HA_END + 16;    
parameter HS_END = HS_STA + 96;    
parameter WIDTH   = 10'd799;            
parameter VA_END = 10'd479;            
parameter VS_STA = VA_END + 10;    
parameter VS_END = VS_STA + 2;     
parameter HEIGHT = 10'd524;            
always @(*)
begin 
	hsync = ~((xPixel >= HS_STA) && (xPixel < HS_END));
	vsync = ~((yPixel >= VS_STA) && (yPixel < VS_END));
	active_pixels = (xPixel <= HA_END && yPixel <= VA_END);
	frame_done = (yPixel >= VA_END);
	VGA_BLANK_N = active_pixels;
	VGA_SYNC_N = 1'b1;
end
always @(posedge clk or negedge rst)
begin
	if (rst == 1'b0)
	begin
		vga_clk <= 1'b0;
		xPixel <= 10'd0;
		yPixel <= 10'd0;
	end
	else
	begin
		vga_clk = ~vga_clk;  
		if (vga_clk == 1'b1)
			if(xPixel == WIDTH)
			begin
				xPixel <= 10'd0;
				if(yPixel == HEIGHT)
				begin
					yPixel<=10'd0;
				end
				else
				begin
					yPixel <= yPixel+1'b1;
				end
			end
			else
			begin
				xPixel <= xPixel+1'b1;
			end
		end
end
endmodule
==> design/flow/run.sh <==
#!/bin/bash
# OpenROAD 26Q1-2900-gdf79404cd8, Yosys 0.63+post, stock flow scripts
make -C /OpenROAD-flow-scripts/flow DESIGN_CONFIG=/design/flow/config.mk WORK_HOME=/design/flow/orfs finish
==> design/flow/config.mk <==
export PLATFORM = sky130hd
export DESIGN_NAME = vga_driver
export DESIGN_NICKNAME = vga_driver
export VERILOG_FILES = /design/flow/design.v
export SDC_FILE = /design/flow/constraint.sdc
export NUM_CORES = 4
export LEC_CHECK = 1
export CORE_AREA = 10 10 109 109
export DIE_AREA = 0 0 119 119
==> design/flow/constraint.sdc <==
current_design vga_driver

set clk_period 2.9
set clk_io_pct 0.2

create_clock -name clk0 -period $clk_period [get_ports {clk}]

set non_clock_inputs [all_inputs -no_clocks]
set_input_delay [expr $clk_period * $clk_io_pct] -clock clk0 $non_clock_inputs
set_output_delay [expr $clk_period * $clk_io_pct] -clock clk0 [all_outputs]
==> flow_metrics.env <==
# physical design summary
export IMPL_crit_arrival_ps=2060
export IMPL_path_cells="ha_1 -> nor4b_1 -> o21ai_0 -> or3_1 -> clkdlybuf4s50_1"
export IMPL_setup_viol=0
export IMPL_synth_stat_cells=128
export IMPL_synthXorXnorAreaFrac_pct=6.45
export IMPL_tritoncts="done"
export IMPL_path_clk_slew_ps=70
export IMPL_drc=0
export IMPL_die_width_um=119
export IMPL_portBuffers=27
export IMPL_final_period_utilization_pct=90.9
export IMPL_drive_gt1_share_pct=7.14
export IMPL_dp_worst_setup_slack_ps=550
export IMPL_cp_required_ps=2320
export IMPL_ff_type="dfrtp_1"
export IMPL_root_buffer="clkbuf_8"
export IMPL_ir_drop_v=0.000107
export IMPL_cp_max_fo=8
export IMPL_startpoint_type="flop"
export IMPL_final_cell_mix="clkdlybuf4s50_1, dfrtp_1, o21ai_0, nand2_1, nand3_1"
export IMPL_routabilityCongestion=0.814
export IMPL_grt_first_pass_wirelength_mm=5.22
export IMPL_edf_count=0
export IMPL_fmax_mhz=379
export IMPL_synth_flops=21
export IMPL_worst_slack_ps=264
export IMPL_antenna_found_initial=0
export IMPL_syn_area_per_cell_um2=9.54
export IMPL_io_pins=29
export IMPL_wire_per_inst_um=10.7
export IMPL_tool_warnings=27
export IMPL_row_count=36
export IMPL_postCtsHoldBufs=0
export IMPL_core_mm2=0.00964
export IMPL_ys_sh_simple_pct=26.8
export IMPL_ys_types=38
export IMPL_slowest_delay_ps=460
export IMPL_dp_hpwl_mm=2.36
export IMPL_synthToLayoutAreaGrowth_pct=37.2
export IMPL_period_needed_ps=2640
export IMPL_cts_buffers=3
export IMPL_n_antenna_cell=0
export IMPL_die_area_mm2=0.0142
export IMPL_ant_nets=0
export IMPL_ys_area_mm2=0.00122
export IMPL_syn_area_mm2=0.00122
export IMPL_clock_path_buffers=2
export IMPL_grt_usage_pct=4.26
export IMPL_outcome="finished clean"
export IMPL_dpl_cell_count=283
export IMPL_htreeDepth=1
export IMPL_fp_util_pct=12.7
export IMPL_ys_async_sr_fraction_pct=100
export IMPL_crit_slowest_cell="dfrtp_1"
export IMPL_first_global_vias=1000
export IMPL_worstSetupPathType="flop to output pin"
export IMPL_cts_sinks=21
export IMPL_wl_mm=3.08
export IMPL_fin_cells=287
export IMPL_maxCapViolCount=0
export IMPL_worst_hold_path_type="flop to flop"
export IMPL_syn_inst=128
export IMPL_relSlewSlack_pct=62.2
export IMPL_die_h_um=119
export IMPL_rsz0062_at_grt="no"
export IMPL_ys_seq_share_pct=43.0
export IMPL_fin_setup_tns_ps=0
export IMPL_power_density_mw_per_mm2=291
export IMPL_cp_end_kind="output pin"
export IMPL_via_per_inst=3.47
export IMPL_worst_pin_slew_ps=566
export IMPL_cts_setup_buffers=0
export IMPL_total_power_w=0.000487
export IMPL_first_iter_violations=19
export IMPL_grt_overflow=0
export IMPL_compound_area_share_pct=12.8
export IMPL_p_leak_nw=0.658
export IMPL_mux_share_pct=1.74
export IMPL_post_cts_resized=0
export IMPL_ys_sh_adder_pct=4.10
export IMPL_fin_skew_ps=1.67
export IMPL_yosys_warnings=1
export IMPL_grt_start_max_net_pins=22
export IMPL_vias=997
export IMPL_top_logic_kind="simple AND/OR/NAND/NOR gates"
export IMPL_mostFrequentLayoutCell="clkdlybuf4s50_1"
export IMPL_clk_insertion_delay_late_ps=250
export IMPL_slew_violations=0
export IMPL_hold_viol=0
export IMPL_first_pass_iters=5
==> synth_stat cells (3+ instances only) <==
master | n | share of area (%)
nand2_1 | 11 | 3.4
and3_1 | 3 | 1.5
nor2_1 | 7 | 2.2
o21ai_0 | 11 | 4.5
dfrtp_1 | 21 | 43
buf_2 | 3 | 1.2
nor3_1 | 3 | 1.2
a21oi_1 | 4 | 1.6
ha_1 | 4 | 4.1
inv_1 | 6 | 1.8
nand3_1 | 8 | 3.3
and2_1 | 3 | 1.5
xnor2_1 | 4 | 2.9
xor2_1 | 5 | 3.6
nand4_1 | 3 | 1.5
a31oi_1 | 3 | 1.5
==> worst paths after layout <==
check | start | endpoint | slack (ps) | cells past startpoint
max | yPixel[0] | vsync | 260 | 5
min | xPixel[4] | xPixel[4] | 530 | 1
max reg2reg | xPixel[0] | yPixel[8] | 800 | 5
min reg2reg | xPixel[4] | xPixel[4] | 530 | 1
max in group asynchronous | rst | yPixel[1] | 2010 | 2
min in group asynchronous | rst | yPixel[8] | 670 | 2
==> logic make-up (layout without fill, tap and decap cells) <==
logic type	after synthesis	after routing
simple gates	53	53
compound gates	26	26
flops	21	21
buf+inv	12	38
xor+xnor	9	9
fa+ha+maj	4	4
mux	2	2
other cells	1	1
==> registers in the layout, indices dropped and copies added (netlist names) <==
signal,flops
xPixel,10
vga_clk,1
yPixel,10
==> where the power goes <==
group | switching [W] | total [W] | internal, W
clock network | 0.0000893 | 0.000187 | 0.0000976
registers | 0 | 0.000293 | 0.000293
logic | 0.00000583 | 0.00000789 | 0.00000207
total | 0.0000951 | 0.000487 | 0.000392
==> layer usage <==
layer | vias to the layer above | share of wire (%) | GRT usage, %
li1 | 509 | - | -
met1 | 466 | 47 | 5.97
met2 | 20 | 48 | 6.81
met3 | 2 | 4.2 | 0.767
met4 | 0 | 1.4 | 0.687
met5 | - | 0 | 0
==> per-stage QoR <==
stage	utilization, %	hold slack, ps	cell area (um^2)
finish	17.4	532	1680
global route	17.4	555	1680
floorplan	-	284	1220
global placement	16.9	512	1630
CTS	17.4	534	1680
detailed placement	16.9	519	1630
==> final cells by class <==
type | count | area (um^2)
fillers | 1066 | 7960
multi-input cells | 95 | 638
flip-flops and latches | 21 | 526
repair buffers | 28 | 278
well taps | 133 | 166
clock buffers | 4 | 45.0
inverters | 6 | 22.5
==> critical path, delay by kind of cell, from the launching register on <==
family          cells  cell delay, ps
flops               1             460
compound gates      1             110
simple gates        2             550
fa+ha+maj           1             270
buf+inv             1             410
Power is estimated from default activity; no workload was simulated.

==> flow/design.v <==
module debounce_switches(
input clk,
input rst,
input [17:0]SW, 
output [17:0]SW_db
);
debounce db0(clk, rst, SW[0], SW_db[0]);
debounce db1(clk, rst, SW[1], SW_db[1]);
debounce db2(clk, rst, SW[2], SW_db[2]);
debounce db3(clk, rst, SW[3], SW_db[3]);
debounce db4(clk, rst, SW[4], SW_db[4]);
debounce db5(clk, rst, SW[5], SW_db[5]);
debounce db6(clk, rst, SW[6], SW_db[6]);
debounce db7(clk, rst, SW[7], SW_db[7]);
debounce db10(clk, rst, SW[8], SW_db[8]);
debounce db11(clk, rst, SW[9], SW_db[9]);
debounce db12(clk, rst, SW[10], SW_db[10]);
debounce db13(clk, rst, SW[11], SW_db[11]);
debounce db14(clk, rst, SW[12], SW_db[12]);
debounce db15(clk, rst, SW[13], SW_db[13]);
debounce db16(clk, rst, SW[14], SW_db[14]);
debounce db17(clk, rst, SW[15], SW_db[15]);
debounce db18(clk, rst, SW[16], SW_db[16]);
debounce db19(clk, rst, SW[17], SW_db[17]);
endmodule
module debounce (
input clk,
input rst,
input SW, 
output reg SW_db
);
reg [7:0]count;
parameter CALMING_WINDOW = 8'd100;
reg [2:0]S;
reg [2:0]NS;
parameter
	START = 3'd0,
	ONE = 3'd1,
	MAYBE_ONE = 3'd2,
	ZERO = 3'd3,
	MAYBE_ZERO = 3'd4,
	ERROR = 3'b111;
always @(posedge clk or negedge rst)
begin
	if (rst == 1'b0)
		S <= START;
	else
		S <= NS;
end
always @(*)
begin
	case (S)
		START: NS = ZERO;  
		ONE: 
			if (SW == 1'b0)
				NS = MAYBE_ZERO;
			else
				NS = ONE;
		MAYBE_ONE:
			if (SW == 1'b1 && count > 8'd100)
				NS = ONE;
			else if (SW == 1'b1)
				NS = MAYBE_ONE;
			else
				NS = ZERO;
		ZERO:
			if (SW == 1'b1)
				NS = MAYBE_ONE;
			else
				NS = ZERO;
		MAYBE_ZERO:
			if (SW == 1'b0 && count > 8'd100)
				NS = ONE;
			else if (SW == 1'b0)
				NS = MAYBE_ZERO;
			else
				NS = ONE;
		default: NS = ERROR;
	endcase
end
always @(posedge clk or negedge rst)
begin
	if (rst == 1'b0)
		count <= 8'd0;
	else
		case (S)
			START:
			begin
				count <= 8'd0;
			end
			ONE: 
			begin
				count <= 8'd0;
				SW_db <= 1'b1;
			end
			MAYBE_ONE:
			begin
				count <= count + 1'b1;
				SW_db <= 1'b0;
			end
			ZERO:
			begin
				count <= 8'd0;				
				SW_db <= 1'b0;
			end
			MAYBE_ZERO:
			begin
				count <= count + 1'b1;
				SW_db <= 1'b1;
			end
		endcase
end
endmodule
==> flow/run.sh <==
#!/bin/bash
# OpenROAD 26Q1-2900-gdf79404cd8, Yosys 0.63+post, stock flow scripts
make -C /OpenROAD-flow-scripts/flow DESIGN_CONFIG=/design/flow/config.mk WORK_HOME=/design/flow/orfs finish
==> flow/config.mk <==
export PLATFORM = sky130hd
export DESIGN_NAME = debounce_switches
export DESIGN_NICKNAME = debounce_switches
export VERILOG_FILES = /design/flow/design.v
export SDC_FILE = /design/flow/constraint.sdc
export NUM_CORES = 4
export LEC_CHECK = 1
export CORE_UTILIZATION = 50
==> flow/constraint.sdc <==
current_design debounce_switches

set clk_period 2.0
set clk_io_pct 0.2

create_clock -name clk0 -period $clk_period [get_ports {clk}]

set non_clock_inputs [all_inputs -no_clocks]
set_input_delay [expr $clk_period * $clk_io_pct] -clock clk0 $non_clock_inputs
set_output_delay [expr $clk_period * $clk_io_pct] -clock clk0 [all_outputs]
==> metrics.cfg <==
[yosys]
synthTopCellsByArea = dfrtp_1 (45%), o21ai_0 (7.6%), edfxtp_1 (4.5%), nor2_1 (4.4%), ha_1 (3.8%)
avgSynthCellArea_um2 = 9.78
synth_cells = 1217
yosysWarnings = 1
synthArstFlopShare_pct = 92.3
top_area_share_pct = 45.4
ys_area_um2 = 11900
dominantRegCellSynth = dfrtp_1
ys_seq_share_pct = 50.2
yosysTopAreaCell = dfrtp_1
yosysCellCount = 1217
ys_types = 45
synth_flops = 235
edf_count = 18
synthesis.area_um2 = 11900

[routing]
vias = 8907
drt-total-wl_um = 22000
antenna_left = 0
wl_per_cell_um = 13.8
viasPerCell = 5.57
drt_iter0_drc = 535
antennaDiodeCount = 0
drc = 0
dr.pass1.iters = 7

[hold_path]
min_path_type = primary input to async pin

[grt]
grt_overflow = 0
grt_pass1_wl_um = 38700
grt_start_max_net_pins = 28
grt_pass1_vias = 8255
antenna_found_initial = 0
grt.total_usage_pct = 19.8

[power_and_ir_drop]
cellLeakagePower_uw = 0.00575
p_per_area_nw_per_um2 = 827
vdd_drop_max_mv = 0.709

[setup_path]
critPathTopFamily = buffers and inverters
critPathLaunchType = register
crit_buf_inv = 1
arrival_ns = 1.41
worst-path-stages = 1
crit_path_top_delay_cell = clkdlybuf4s50_1
endpoint_kind = primary output
required_ns = 1.60
path_cells = clkdlybuf4s50_1
worst_r2r_startpoint = db7.S[2]$_DFF_PN0_
r2r_cells = 4
r2r_slack_ns = 0.39
worstReg2RegEnd = db7.count[5]$_DFFE_PN0P_
cpPeakStageDelay_ns = 0.51
critPathMaxFanout = 1
critical_path_class = register to primary output

[clocking]
clk_root_buffer_cell = clkbuf_16
cts_tree = done
cts_buffers = 27
clkTransAtPathRegs_ns = 0.06
cts.sinks = 235
cts_max_path_buffers = 3
htreeDepth = 1
clock.latency.late_pin_ns = 0.52
post-cts-setup-buffer-count = 0

[cells_and_area]
lay_top_cells = dfrtp_1 (216), o21ai_0 (181), nor2_1 (141)
regArea_um2 = 5970
drive_above_1_share_pct = 8.67
synthToLayoutAreaGrowth_pct = 13.2
lay_top_count = dfrtp_1
finish.instance_area_um2 = 13500
num-fill-cells = 1955
logic_area_um2 = 5430

[die]
rows = 56
dieArea_um2 = 24400
chipHeight_um = 156
die_w_um = 156
pin_count = 38
initCoreUtil_pct = 50.9
core_um2 = 23400

[flow_run]
warnings = 43
drv_cap = 0

[placed_design]
port-buffer-count = 37
dpl_cell_area_um2 = 12600
detailed_place_hpwl_um = 14500
routabilityCongestion = 0.824

[timing]
finalCritPeriodShare_pct = 90.7
worst_pin_slew_ns = 0.629
skew_ns = 0.00597
final-max-slew-violation-count = 0
max_clock_freq_mhz = 551
maxSlewHeadroom_pct = 58.1
hold_viol_final = 0
rsz0062_at_grt = false
finalSetupTns_ns = 0
period_needed_ns = 1.81
setup_viol = 0

[run_status]
status = completed

## through the flow
step	power, µW	setup slack (ns)	hold slack, ns	utilization (%)	std cells
after global routing	11700	0.133	0.490	57.6	1599
after detailed placement	6380	0.398	0.277	53.7	1548
after CTS	11300	0.164	0.472	57.6	1599
final	11100	0.187	0.473	57.6	1599
after global placement	6380	0.419	0.277	53.7	1548
after floorplan	6020	0.608	0.104	-	1217
## cell type report
| cell class | count | share of cell area, % |
|---|---|---|
| inverter | 55 | 1.53 |
| clock buffer | 32 | 5.30 |
| tap | 319 | 2.96 |
| clock inverter | 17 | 1.23 |
| timing repair buffer | 56 | 4.33 |
| sequential | 235 | 44.3 |
| multi-input combinational | 885 | 40.3 |
## kinds of logic (layout without fill, tap and decap cells)
| family | Yosys count | after routing | share of synthesized area, % |
|---|---|---|---|
| other | 1 | 1 | 0.0315 |
| and+or+nand+nor | 438 | 438 | 20.6 |
| xor gates and xnor gates | 10 | 10 | 0.736 |
| muxes | 1 | 1 | 0.0946 |
| adders and majority gates | 36 | 36 | 3.78 |
| DFF | 235 | 235 | 50.2 |
| AOI/OAI and AO/OA | 399 | 399 | 20.4 |
| buffers and inverters | 97 | 160 | 4.19 |
## cell usage after synthesis (all sizes together) (19+ instances only)
cell type,instances
o21ai,189
a31oi,57
nor2b,34
nor2,141
or2,36
dfrtp,216
nand3,39
ha,36
a21oi,28
a22o,20
buf,39
inv,55
nand4,28
nand2,77
o21bai,19
and3,28
## worst reg2reg max path, stage by stage, from the launching register on
cell     delay, ns
dfrtp_1       0.40
or2_0         0.44
nor4_4        0.43
o21ai_0       0.15
o21ai_0       0.10
## per-layer routing
metal | global-route usage, % | wire length (µm)
met1 | 31.8 | 11000
met5 | 0 | 0
met3 | 3.81 | 1040
met2 | 30.2 | 9540
met4 | 3.13 | 431
## power by group
| part | leakage, µW | internal (µW) | switching, µW |
|---|---|---|---|
| Sequential | 0.00307 | 5030 | 262 |
| Combinational | 0.00225 | 443 | 562 |
| Clock | 0.000432 | 2920 | 1920 |
| Total | 0.00575 | 8400 | 2740 |
## worst max-delay path by stage
stage	endpoint	slack, ns	start
final	SW_db[16]	0.19	db18.SW_db$_DFFE_PP_
after CTS	SW_db[16]	0.16	db18.SW_db$_DFFE_PP_
after global routing	SW_db[16]	0.13	db18.SW_db$_DFFE_PP_
## repair_timing
action	CTS	global route
setup endpoints to repair	0	0
resized	0	0
hold buffers	2	0
endpoints found under the hold margin	37	0
Power figures rest on the tool's default switching activity, not on a simulated workload.
